<file path="flow/design.v">
`timescale 1ns / 1ps
module debouncer(
    input clk_1000Hz, input btn,
    output reg debounced = 0
    );
    reg [7:0] count = 0;  
    reg is_pressed = 0;
    always @ (posedge clk_1000Hz) begin
        debounced <= 0;
        if (!is_pressed) begin
            if (btn) begin
                is_pressed <= 1;
                debounced <= 1;
                count <= 0;
            end
        end
        if (is_pressed) begin
            if (count < 200) begin
                count <= count + 1;
            end
            else if (btn == 0) begin
                is_pressed <= 0;
            end
        end
    end
endmodule
`timescale 1ns / 1ps
module draw_digit #(
    parameter integer WIDTH     = 28,
    parameter integer HEIGHT    = 48,
    parameter integer THICKNESS = 8
) (
    input  wire        set,             
    input  wire [3:0]  value,           
    input  wire [6:0]  px, py,          
    input  wire [6:0]  base_x, base_y,  
    input  wire [15:0] colour,          
    output wire [15:0] oled_data
);
    localparam [15:0] BLACK = 16'h0000;
    localparam integer V = (HEIGHT - 3*THICKNESS) / 2;
    wire inside_x = (px >= base_x) && (px < base_x + WIDTH);
    wire inside_y = (py >= base_y) && (py < base_y + HEIGHT);
    wire inside = set && inside_x && inside_y;
    wire [6:0] rx = inside_x ? (px - base_x) : 7'd0;
    wire [6:0] ry = inside_y ? (py - base_y) : 7'd0;
    wire seg_a = (ry < THICKNESS);  
    wire seg_f = ( (ry >= 0) && (ry < 2*THICKNESS + V) && (rx < THICKNESS) );  
    wire seg_b = ( (ry >= 0) && (ry < 2*THICKNESS + V) && (rx >= (WIDTH - THICKNESS)) );  
    wire seg_g = ( (ry >= (THICKNESS + V)) && (ry < (2*THICKNESS + V)) );  
    wire seg_e = ( (ry >= (THICKNESS + V)) && (ry < HEIGHT) && (rx < THICKNESS) );  
    wire seg_c = ( (ry >= (THICKNESS + V)) && (ry < HEIGHT) && (rx >= (WIDTH - THICKNESS)) );  
    wire seg_d = (ry >= (HEIGHT - THICKNESS)) && (ry < HEIGHT);  
    reg [6:0] seg_mask_dec;
    always @ (*) begin
        case (value)
            4'd0: seg_mask_dec = 7'b1111110;  
            4'd1: seg_mask_dec = 7'b0110000;  
            4'd2: seg_mask_dec = 7'b1101101;  
            4'd3: seg_mask_dec = 7'b1111001;  
            4'd4: seg_mask_dec = 7'b0110011;  
            4'd5: seg_mask_dec = 7'b1011011;  
            4'd6: seg_mask_dec = 7'b1011111;  
            4'd7: seg_mask_dec = 7'b1110000;  
            4'd8: seg_mask_dec = 7'b1111111;
            4'd9: seg_mask_dec = 7'b1111011;  
            default: seg_mask_dec = 7'b0000000;
        endcase
    end
    wire [6:0] seg_mask = seg_mask_dec;
    wire any_on =
        (seg_mask[6] && seg_a) ||
        (seg_mask[5] && seg_b) ||
        (seg_mask[4] && seg_c) ||
        (seg_mask[3] && seg_d) ||
        (seg_mask[2] && seg_e) ||
        (seg_mask[1] && seg_f) ||
        (seg_mask[0] && seg_g);
    assign oled_data = (inside && any_on) ? colour : BLACK;
endmodule
`timescale 1ns / 1ps
module draw_square #(
    parameter integer WIDTH = 20,
    parameter integer HEIGHT = 20
) (
    input clk,
    input [6:0] px,
    input [5:0] py,
    input [6:0] base_x,
    input [5:0] base_y,
    input [2:0] colour,
    output reg [15:0] oled_data
    );
    localparam BLACK = 16'h0000;
    localparam WHITE = 16'hFFFF;
    localparam RED = 16'hF800;
    localparam GREEN = 16'h07E0;
    localparam YELLOW = 16'hFFE0;
    localparam BLUE = 16'h001F;
    localparam MAGENTA = 16'hF81F;
    always @ (posedge clk)
    begin
        if (px >= base_x && px <= base_x + WIDTH && py >= base_y && py <= base_y + HEIGHT) begin
            case (colour)
                3'd0: oled_data <= RED;
                3'd1: oled_data <= BLUE;
                3'd2: oled_data <= YELLOW;
                3'd3: oled_data <= GREEN;
                3'd4: oled_data <= WHITE;
                default: oled_data <= BLACK;
            endcase
        end else begin
            oled_data <= BLACK;
        end
    end
endmodule
`timescale 1ns / 1ps
module draw_stuff(
    input clk_1khz, clk_6p25mhz,
    input [6:0] px,
    input [5:0] py,
    input [2:0] left_square_colour, middle_square_colour, right_square_colour,
    output [15:0] oled_data
    );
    localparam left_square_x = 10;
    localparam middle_square_x = 40;
    localparam right_square_x = 70;
    localparam all_squares_y = 40; 
    wire [15:0] left_data, middle_data, right_data;  
    draw_square uLeftSquare(
        .clk(clk_6p25mhz),
        .px(px), .py(py), .base_x(left_square_x), .base_y(all_squares_y), 
        .colour(left_square_colour), .oled_data(left_data)
        );
    draw_square uMiddleSquare(
        .clk(clk_6p25mhz),
        .px(px), .py(py), .base_x(middle_square_x), .base_y(all_squares_y),
        .colour(middle_square_colour), .oled_data(middle_data)
        );
    draw_square uRightSquare(
        .clk(clk_6p25mhz),
        .px(px), .py(py), .base_x(right_square_x), .base_y(all_squares_y),
        .colour(right_square_colour), .oled_data(right_data)
        );
    reg isDrawDigit = 0;
    always @ (posedge clk_1khz)
    begin
        if (left_square_colour == 3 && middle_square_colour == 2 && right_square_colour == 1) begin
            isDrawDigit <= 1;
        end else begin
            isDrawDigit <= 0;
        end
    end
    localparam integer DIGIT = 6;
    localparam integer DIGIT_WIDTH = 6;
    localparam integer DIGIT_HEIGHT = 13;
    localparam integer DIGIT_THICKNESS = 2;
    localparam integer DIGIT_BASE_X = 80;
    localparam integer DIGIT_BASE_Y = 8;
    localparam BLACK = 16'h0000;
    localparam MAGENTA = 16'hF81F;
    localparam DIGIT_COLOUR = MAGENTA;
    wire [15:0] digit_data;
    draw_digit #(
        .WIDTH(DIGIT_WIDTH),
        .HEIGHT(DIGIT_HEIGHT),
        .THICKNESS(DIGIT_THICKNESS)
    ) uDigit(
        .set(isDrawDigit), .value(DIGIT), .px(px), .py(py),
        .base_x(DIGIT_BASE_X), .base_y(DIGIT_BASE_Y), .colour(DIGIT_COLOUR), .oled_data(digit_data));
    assign oled_data = (left_data != BLACK) ? left_data :
                       (middle_data != BLACK) ? middle_data :
                       (right_data != BLACK) ? right_data :
                       (digit_data != BLACK) ? digit_data :
                       BLACK;
endmodule
`timescale 1ns / 1ps
module set_square_colour #(
    parameter integer INIT_COLOUR = 0
) (
    input clk, btn,
    input enabled,
    output reg [2:0] colour
    );
    reg init = 0;
    always @ (posedge clk)
    begin
        if (~init) begin
            init <= 1;
            colour <= INIT_COLOUR;
        end else if (btn & enabled) begin
           colour <= (colour == 4) ? 0 : colour + 1; 
        end
    end
endmodule
`timescale 1ns / 1ps
module task_Q_controller(
    input clk_1khz, clk_6p25mhz,
    input btnL, btnC, btnR,
    input [15:0] SW,
    input [6:0] px,
    input [5:0] py,
    output [15:0] oled_data
    );
    wire btnL_debounced, btnC_debounced, btnR_debounced;
    debouncer u_btnL(clk_1khz, btnL, btnL_debounced);
    debouncer u_btnC(clk_1khz, btnC, btnC_debounced);
    debouncer u_btnR(clk_1khz, btnR, btnR_debounced);
    reg isEnabled = 0;
    always @ (posedge clk_1khz)
    begin
        isEnabled <= (~SW[15] & ~SW[14] & SW[13]) ? 1 : 0;
    end
    wire [2:0] left_square_colour;
    wire [2:0] middle_square_colour;
    wire [2:0] right_square_colour;
    localparam left_square_colour_init = 0;
    localparam middle_square_colour_init = 3;
    localparam right_square_colour_init = 1;
    set_square_colour #(
        .INIT_COLOUR(left_square_colour_init)
    ) uLeftSquareColour (.clk(clk_1khz), .btn(btnL_debounced), .enabled(isEnabled), .colour(left_square_colour));
    set_square_colour #(
        .INIT_COLOUR(middle_square_colour_init)
    ) uMiddleSquareColour (.clk(clk_1khz), .btn(btnC_debounced), .enabled(isEnabled), .colour(middle_square_colour));
    set_square_colour #(
        .INIT_COLOUR(right_square_colour_init)
    ) uRightSquareColour (.clk(clk_1khz), .btn(btnR_debounced), .enabled(isEnabled), .colour(right_square_colour));
    draw_stuff udraw(.clk_1khz(clk_1khz), .clk_6p25mhz(clk_6p25mhz), .px(px), .py(py), .left_square_colour(left_square_colour), .middle_square_colour(middle_square_colour),
        .right_square_colour(right_square_colour), .oled_data(oled_data));
endmodule
</file>
<file path="flow/run.sh">
#!/bin/bash
# OpenROAD 26Q1-2900-gdf79404cd8, Yosys 0.63+post, stock flow scripts
make -C /OpenROAD-flow-scripts/flow DESIGN_CONFIG=/design/flow/config.mk WORK_HOME=/design/flow/orfs finish
</file>
<file path="flow/config.mk">
export PLATFORM = sky130hd
export DESIGN_NAME = task_Q_controller
export DESIGN_NICKNAME = task_Q_controller
export VERILOG_FILES = /design/flow/design.v
export SDC_FILE = /design/flow/constraint.sdc
export NUM_CORES = 4
export LEC_CHECK = 1
export CORE_UTILIZATION = 30
</file>
<file path="flow/constraint.sdc">
current_design task_Q_controller

set clk_period 2.8
set clk_io_pct 0.2

create_clock -name clk0 -period $clk_period [get_ports {clk_1khz}]
create_clock -name clk1 -period $clk_period [get_ports {clk_6p25mhz}]

set non_clock_inputs [all_inputs -no_clocks]
set_input_delay [expr $clk_period * $clk_io_pct] -clock clk0 $non_clock_inputs
set_output_delay [expr $clk_period * $clk_io_pct] -clock clk0 [all_outputs]
</file>
==> metrics.log <==
[flow] summary of implementation run
[metrics] outcome: completed
[metrics] Max Cap Viol: 0
[metrics] ys cells: 320
[metrics] final number of max-transition violations: 0
[metrics] required time worst endpoint: 2.24 ns
[metrics] async set-or-reset flop fraction in the synthesized netlist: 0
[metrics] average via count per standard cell: about 4.8
[metrics] overall die width: 97.7 um
[metrics] CTS tree: built
[metrics] Commonest cells post-synth: 51 x dfxtp_1, 27 x nand2_1, 27 x nor2_1
[metrics] worst ir drop on vdd: roughly 400 uV
[metrics] final hold viol count: 0
[metrics] Seq cells post-synth: 51
[metrics] transition time at the pin with the least slew margin: 0.683 ns
[metrics] switching power share of the total: 0.329
[metrics] final WL: around 5300 um
[metrics] Max-slew headroom: 0.537
[metrics] Pre-Place Util: 0.312
[metrics] Critical Setup Path Class: input port to primary output
[metrics] cell-internal power: approximately 0.0015 W
[metrics] part of the total power dissipated in sequential elements: 0.499
[metrics] number of antenna violations at the first check in global routing: 0
[metrics] Die Area: approximately 9500 um^2
[metrics] Total Power: 0.00228 W
[metrics] Synth-to-Final Area Change: 32.6%
[metrics] Final Wtd Congestion: 0.853
[metrics] hold crit path type: flip-flop to flip-flop
[metrics] violation tally from detailed-route iteration zero: between 100 and 150
[metrics] Post-Route Utilization: 0.414
[metrics] part of the total power dissipated in the clock network: 0.219
[metrics] register share after synthesis: 0.372
[metrics] RSZ-0062 raised after global routing: yes
[metrics] origin of the critical flop-to-flop path: u_btnC.count[4]$_DFF_P_
[metrics] yosys stat chip area: 2750 um^2
[metrics] largest fanout on the critical path: 2
[metrics] Synth Cell Area: 2750 um^2
[metrics] total number of warnings across the stage logs: between 50 and 60
[metrics] number of inserted diodes: 0
[metrics] cell with the most instances after synthesis: dfxtp_1
[metrics] 1st-pass router iterations: 28
[metrics] total of buffers placed on input and output ports: 35
[metrics] core area: 8810 um^2
[metrics] Place WS: -0.668 ns
[metrics] clk sink count: 51
[metrics] half-perimeter wire length after detailed placement: 3760 um
[metrics] type of origin of the critical path: input port
[metrics] die y size: 97.7 um
[metrics] top area contributor share: 0.372
[metrics] post-route cell area: 3640 um^2
[metrics] Top FF cell, synth: dfxtp_1
[metrics] static leakage: 1.54 nW
[metrics] number of nets with antenna violations after detailed routing: 0
[metrics] Net Switching: 0.000750 W
[metrics] Overflow after GRT: 0
[metrics] global-route wire length before repair: 9290 um
[metrics] dominant cells by area after synthesis: dfxtp_1 37%, ha_1 10%, nand2_1 3.7%
[metrics] beginning of the critical path: py[5]
[metrics] number of inserted filler cells in the final layout: 818
[metrics] Vias: 2341
[metrics] count of endpoints failing setup in the final report: 0
[metrics] post-placement cell area: 3270 um^2
[metrics] worst-case setup margin in the final layout: 0.0242 ns
[metrics] number of distinct library cells after synthesis: approximately 50
[metrics] GR Util All Layers: 0.117
[metrics] post-detailed-route wirelength per cell: 10.8 um
[metrics] number of global-route vias before repair: 2114
[metrics] synthesized area per cell: 8.59 um^2
[metrics] Mapped Cells: approximately 320
[metrics] arrival time worst endpoint: about 2.2 ns
[metrics] reg-to-reg setup timing slack: about 1.1 ns
[metrics] std cell rows: 34
[metrics] pin count of the biggest net entering global routing: 13
[metrics] number of primary I/O pins: around 50
[metrics] Worst Clk Skew: a little under 0.005 ns
[metrics] endpoint kind of the worst setup timing path: primary output
[metrics] flip-flops with a built-in enable: 0
[metrics] count of warnings emitted by yosys: 18
[metrics] total DRC errors in the routed layout: 0
[metrics] startpoint of the most critical hold path: u_btnC.count[1]$_DFF_P_
[metrics] fraction of layout instances using a drive strength above 1: 0.224
[metrics] clock-pin slew reported for the worst setup and hold paths after clock tree synthesis: around 0.070 ns
[metrics] cell accounting for the most synthesized area: dfxtp_1
[metrics] Pwr per Cell Area: between 600 and 700 nW/um^2
[metrics] combinational share of power: 0.282
## cell type report
class                           instances  area [um^2]  share of cell area
Multi-Input combinational cell        226         1650               0.452
Sequential cell                        51         1020               0.280
Timing Repair Buffer                   72          621               0.170
Tap cell                              108          135              0.0371
Clock buffer                            9          114              0.0312
Inverter                               24         95.1              0.0261
Clock inverter                          2         10.0             0.00275
## layer usage
layer | wire (um) | track usage
met3 | 286 | 0.0256
met4 | 55 | 0.0198
met5 | 0 | 0
met2 | 2320 | 0.177
met1 | 2640 | 0.176
## final timing paths
check	endpoint	cells past startpoint
max	oled_data[4]	7
min	u_btnC.count[1]$_DFF_P_	2
max reg2reg	u_btnC.count[4]$_DFF_P_	4
min reg2reg	u_btnC.count[1]$_DFF_P_	2
max in group clk1	udraw.uRightSquare.oled_data[10]$_SDFF_PN0_	17
min in group clk1	udraw.uRightSquare.oled_data[10]$_SDFF_PN0_	2
## flip-flops by register name, indices dropped and copies added, names as in the netlist
name                           count
udraw.uRightSquare.oled_data       3
udraw.uMiddleSquare.oled_data      3
uRightSquareColour.colour          3
u_btnC.is_pressed                  1
u_btnR.debounced                   1
u_btnC.debounced                   1
udraw.isDrawDigit                  1
udraw.uLeftSquare.oled_data        3
u_btnL.is_pressed                  1
uLeftSquareColour.colour           3
uMiddleSquareColour.colour         3
isEnabled                          1
u_btnL.count                       8
uRightSquareColour.init            1
u_btnC.count                       8
u_btnR.is_pressed                  1
u_btnL.debounced                   1
u_btnR.count                       8
## kinds of logic (layout without fill, tap and decap cells)
kind of cell | count (synthesis) | after routing | synth area share
xor gates and xnor gates | 11 | 11 | 0.0351
muxes | 2 | 2 | 0.00729
buffers and inverters | 43 | 107 | 0.0765
AOI/OAI and AO/OA | 70 | 70 | 0.186
adders and majority gates | 22 | 22 | 0.100
DFF | 51 | 51 | 0.372
and+or+nand+nor | 120 | 120 | 0.222
other | 1 | 1 | 0.00136
## power groups by stage
stage	clock network, W	registers (W)	logic, W
global route	0.000553	0.00117	0.000746
finish	0.000498	0.00114	0.000644
CTS	0.000522	0.00113	0.000647
## stage by stage
step	TNS [ns]	instances	hold slack [ns]
after floorplan	0	320	0.419
after global placement	-6.19	465	0.460
after detailed placement	-6.51	465	0.468
after CTS	-0.356	495	0.479
after global routing	-0.429	492	0.498
final	0	492	0.474
## repair_timing
item / CTS / global route
hold buffers: 0 / 0
gates resized: 77 / 16
pin swaps: 14 / 10
buffers inserted: 19 / 1
endpoints found under the setup margin: 10 / 18
gates cloned: 0 / 0
## worst max-delay path: stages
cell	delay, ns
buf_6	0.10
or4b_4	0.49
a2111oi_4	0.39
a41oi_2	0.16
nor3_1	0.19
buf_4	0.14
dlygate4sd2_1	0.19
## placed cells by master, fill, tap and decap left out, types with 3 or more instances in the layout
cell | Yosys | routed
a21oi_1 | 20 | 19
a311oi_1 | 4 | 4
and2_1 | 5 | 5
and3_1 | 9 | 9
buf_4 | 13 | 34
buf_6 | 0 | 8
clkbuf_2 | 0 | 4
clkbuf_8 | 0 | 8
clkdlybuf4s50_1 | 0 | 13
dfxtp_1 | 51 | 51
dlygate4sd2_1 | 0 | 7
ha_1 | 22 | 18
ha_4 | 0 | 4
inv_1 | 24 | 19
inv_2 | 0 | 3
nand2_1 | 27 | 27
nand3_1 | 19 | 19
nand4_1 | 5 | 5
nor2_1 | 27 | 27
nor2b_1 | 6 | 6
nor3_1 | 7 | 6
o21ai_0 | 13 | 12
o311ai_1 | 3 | 3
or3_1 | 3 | 3
xor2_1 | 9 | 9
No activity file was given, so power comes from the tool's default toggle rates.
