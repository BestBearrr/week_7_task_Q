**design/flow/run.sh**
```bash
#!/bin/bash
# OpenROAD 26Q1-2900-gdf79404cd8, Yosys 0.63+post, stock flow scripts
make -C /OpenROAD-flow-scripts/flow DESIGN_CONFIG=/design/flow/config.mk WORK_HOME=/design/flow/orfs finish
```
**design/flow/config.mk**
```make
export PLATFORM = sky130hd
export DESIGN_NAME = Custom_Clock
export DESIGN_NICKNAME = Custom_Clock
export VERILOG_FILES = /design/flow/design.v
export SDC_FILE = /design/flow/constraint.sdc
export NUM_CORES = 4
export LEC_CHECK = 1
export CORE_AREA = 10 10 108 108
export DIE_AREA = 0 0 118 118
```
**design/flow/constraint.sdc**
```tcl
current_design Custom_Clock

set clk_period 5.0
set clk_io_pct 0.2

create_clock -name clk0 -period $clk_period [get_ports {clk}]

set non_clock_inputs [all_inputs -no_clocks]
set_input_delay [expr $clk_period * $clk_io_pct] -clock clk0 $non_clock_inputs
set_output_delay [expr $clk_period * $clk_io_pct] -clock clk0 [all_outputs]
```
**design/flow/design.v**
```verilog
`timescale 1ns / 1ps
module Custom_Clock(
    input clk,
    input [31:0] max,
    output reg new_clk = 0
    );
    reg [31:0] count = 0;
    always @ (posedge clk) begin
        count <= (count == max) ? 0 : count + 1;
        new_clk <= (count == 0 ) ? ~new_clk : new_clk;
    end
endmodule
```
==> Slide: Implementation Results <==
Synthesis and Place & Route Summary

STA
  • Slew HR: 0.497
  • Final TNS setup: 0 ns
  • Hold Violations, Final: 0
  • Setup Skew: between 0.006 and 0.007 ns
  • Period utilization: 0.566
  • Pins over their slew limit: 0
  • RSZ-0062 raised after global routing: no
  • Finish-stage setup viols: 0
  • Fmax: roughly 350 MHz
  • Worst-Margin Slew: about 0.75 ns
  • Tmin final: 2.83 ns

Pwr
  • Pwr dens: roughly 200 nW/µm²
  • Max rail drop VDD: 79.1 µV
  • Leak: about 0.96 nW

Layout
  • Fill count: 1007
  • Share of cells above drive strength 1: 0.0508
  • Post-Layout Inst Area: approximately 2500 µm²
  • Layout area overhead: 27.3%

Hold path
  • Worst hold path class: register to register

Synthesis
  • Cell count after synthesis: roughly 230
  • Ys flops: 33
  • Dominant cell type by area after synthesis: dfxtp_1
  • Top cells by area: dfxtp_1 33%, xor2_1 22%, nor2_1 7.2%
  • YS chip area: a little under 2000 µm²
  • Asr flop ratio synth: 0
  • Mapped Area: a little under 2000 µm²
  • Seq/Total Area, Yosys: 0.346
  • Number of enable flip-flop cells: 1
  • Yosys cell count: approximately 230
  • Top area contributor share: 0.330
  • Yosys cell types: 25
  • Most instantiated library cell after synthesis: xor2_1
  • Synth warn: 1
  • Main synth FF type: dfxtp_1
  • Syn avg cell area: ~8.6 µm²
  • Top cells by count: 49 x xor2_1, 37 x nor2_1, 32 x dfxtp_1, 18 x nor4_1, 16 x nand3_1

CTS
  • # hold bufs at CTS: 0
  • # Post-CTS Setup Buffers: 0
  • TritonCTS clock tree: done
  • Clock slew at reported path FFs: roughly 0.06 ns
  • Max Root-Sink Buffers: 2
  • Root buffer cell: clkbuf_8
  • Cts repair resizes: 0
  • Htree depth: 2
  • CTS Buf Count: 5
  • Clk latency of the worst-skew pair: around 0.28 ns
  • Clock sinks: 33

GRT
  • Antenna violations before repair: 0
  • GR peak layer: met1
  • Total GRT Usage: 0.0768
  • Largest net degree at the start of global routing: 33
  • Met2 usage: 0.0920
  • GR Util met3: 0.0277
  • Congestion Overflow GR: 0
  • Vias in the first global route: roughly 1600
  • First-pass GRT wire length: 8.67 mm
  • Routing usage on met1: 0.128

Routing
  • Drt initial violations: approximately 150
  • Routed len/inst: 13.8 µm
  • Final ANT Viol Nets: 0
  • DRC: 0
  • Vias per cell: approximately 4.1
  • Drt first pass iters: 6
  • Overall routed net length: roughly 5.3 mm
  • Via count: roughly 1600
  • Inserted Diodes: 0

Placed design
  • I/O Buffers: 33
  • Gpl congestion: 0.973
  • Post-DP HPWL: between 4 and 5 mm
  • Placed cell areas: 2380 µm²

Critical path
  • Crit. End Element: register
  • CP max FO: 32
  • Crit Path Class: primary input to register
  • RR Endpoint: count[9]$_SDFF_PN0_
  • Worst endpoint required time: 5.16 ns
  • Startpoint types: primary input
  • Setup crit start: max[28]
  • Crit path to: count[9]$_SDFF_PN0_
  • Crit path DAT: approximately 3.0 ns
  • R2R depth: 6
  • Critical R2R Launch: count[23]$_SDFF_PN0_
  • R2R setup slack: between 2 and 3 ns

Die
  • Pre-Place Util: 0.209
  • Die Ht: between 100 and 150 µm
  • Die width: about 120 µm
  • Row count: 35
  • Core area: between 9000 and 10000 µm²
  • # IOs: 34
  • Chip footprint: approximately 14000 µm²

Status
  • Status: complete, no violations

Flow run
  • Tool warning count: 26
  • Max Cap Viol: 0
[critical path: stages]
cell and delay [ns]:
clkdlybuf4s50_1 0.41, xor2_1 0.14, nor4_1 0.67, nand4_1 0.17, nor2_1 0.14, buf_4 0.34
nor2_1 0.10
[power by group]
group	switching (mW)	internal, mW
Combinational	0.0137	0.0275
Clock	0.0899	0.109
Sequential	0.000000884	0.264
Total	0.104	0.401
[registers in the layout, summed over array words and instances, names as in the netlist]
register and count:
new_clk 1, count 32
[cell type report]
type / count / area [µm²] / area share
sequential: 33 / 671 / 0.272
timing repair buffer: 34 / 338 / 0.137
clock buffer: 7 / 86.3 / 0.0350
multi-input combinational: 175 / 1190 / 0.480
tap: 129 / 161 / 0.0654
inverter: 7 / 26.3 / 0.0106
[cells by family after synthesis]
| group | after synthesis | share of synthesized area |
|---|---|---|
| flip-flops | 33 | 0.346 |
| buffers and inverters | 18 | 0.0426 |
| AND/OR/NAND/NOR | 111 | 0.319 |
| adder cells (fa/ha/maj) | 2 | 0.0129 |
| XOR/XNOR | 62 | 0.280 |
[per-stage QoR]
stage	hold slack (ns)	instances	utilization	setup slack [ns]	power, mW
finish	0.516	385	0.266	2.17	0.504
global route	0.551	385	0.266	2.07	0.524
CTS	0.511	385	0.266	2.24	0.510
detailed placement	0.494	378	0.257	1.96	0.310
global placement	0.487	378	0.257	1.97	0.311
floorplan	0.462	226	-	2.91	0.279
[worst min path at each step]
stage / end / slack [ns] / from / depth (start not counted)
finish: count[0]$_SDFF_PN0_ / 0.52 / count[0]$_SDFF_PN0_ / 1
global route: count[0]$_SDFF_PN0_ / 0.55 / count[0]$_SDFF_PN0_ / 1
CTS: count[0]$_SDFF_PN0_ / 0.51 / count[0]$_SDFF_PN0_ / 1
[metal layers]
layer,vias to the layer above,routed length (µm)
met2,53,1910
met3,2,469
met4,0,23
li1,831,-
met1,705,2900
met5,-,0
[cells in the final DEF, fill, tap and decap left out]
master | synthesis | layout
dfxtp_1 | 32 | 32
nor2_2 | 1 | 1
inv_1 | 7 | 7
buf_4 | 2 | 1
nand3_2 | 1 | 1
ha_1 | 2 | 2
nor4_1 | 18 | 18
xnor2_1 | 13 | 13
nand4_1 | 13 | 13
nor4_4 | 2 | 2
edfxtp_1 | 1 | 1
nor2b_1 | 1 | 1
clkdlybuf4s50_1 | 0 | 33
nor2_1 | 37 | 37
nor3_1 | 6 | 6
and3_1 | 5 | 5
nor4b_1 | 1 | 1
nand3_1 | 16 | 16
clkbuf_1 | 3 | 1
nand2_1 | 6 | 6
clkbuf_8 | 0 | 6
xor2_1 | 49 | 49
and4_1 | 2 | 2
nand4_2 | 1 | 1
nand3_4 | 1 | 1
No activity file was given, so power comes from the tool's default toggle rates.
